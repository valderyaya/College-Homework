**design/flow/run.sh**
```bash
#!/bin/bash
# OpenROAD 26Q1-2900-gdf79404cd8, Yosys 0.63+post, stock flow scripts
make -C /OpenROAD-flow-scripts/flow DESIGN_CONFIG=/design/flow/config.mk WORK_HOME=/design/flow/orfs finish
```
**design/flow/config.mk**
```make
export PLATFORM = sky130hd
export DESIGN_NAME = PAT
export DESIGN_NICKNAME = PAT
export VERILOG_FILES = /design/flow/design.v
export SDC_FILE = /design/flow/constraint.sdc
export NUM_CORES = 4
export LEC_CHECK = 1
export CORE_AREA = 10 10 70 70
export DIE_AREA = 0 0 80 80
```
**design/flow/constraint.sdc**
```tcl
current_design PAT

set clk_period 2.1
set clk_io_pct 0.2

create_clock -name clk0 -period $clk_period [get_ports {clk}]

set non_clock_inputs [all_inputs -no_clocks]
set_input_delay [expr $clk_period * $clk_io_pct] -clock clk0 $non_clock_inputs
set_output_delay [expr $clk_period * $clk_io_pct] -clock clk0 [all_outputs]
```
**design/flow/design.v**
```verilog
module PAT(clk, reset, data, flag);
	input clk, reset, data;
	output flag;
	parameter s0=4'b0000, s1=4'b0001, s2=4'b0010, s3=4'b0011, s4=4'b0100, s5=4'b0101, s6=4'b0110, s7=4'b0111, s8=4'b1000;
	reg [3:0]stat;
	reg [3:0]nxt;
	reg flag;	
	always@(posedge clk or posedge reset)begin
		if(reset) stat<=0;
		else stat<=nxt;
	end
	always@(*)begin
		case({stat, data})
			{s0, 1'b0}: nxt = s1;
			{s0, 1'b1}: nxt = s0;
			{s1, 1'b0}: nxt = s1;
			{s1, 1'b1}: nxt = s2;	
			{s2, 1'b0}: nxt = s3;
			{s2, 1'b1}: nxt = s0;
			{s3, 1'b0}: nxt = s1;
			{s3, 1'b1}: nxt = s4;
			{s4, 1'b0}: nxt = s5;
			{s4, 1'b1}: nxt = s0;
			{s5, 1'b0}: nxt = s1;
			{s5, 1'b1}: nxt = s6;
			{s6, 1'b0}: nxt = s3;
			{s6, 1'b1}: nxt = s7;
			{s7, 1'b0}: nxt = s5;
			{s7, 1'b1}: nxt = s8;
			default : nxt = s0;
		endcase
	end
	always@(*)begin
		if(stat == s8) begin
			flag = 1'b1;
		end
		else begin
			flag = 1'b0;
		end
	end	
endmodule
```
==> flow_summary.json <==
{
  "ctsRootBufferMaster": "clkbuf_4",
  "wl_per_cell_um": 6.237,
  "slew-limit-headroom_pct": 82.89,
  "largest_registers": "stat: 4 flops",
  "final-setup-viol-count": 0,
  "pre_cts_slack_ns": 0.4272,
  "synth.top_cells.by_area": "dfrtp_1 39%, ha_1 20%, a311oi_1 6.8%",
  "design_area_um2": 361.6,
  "top_area_share_pct": 39.02,
  "clock_path_buffers": 2,
  "cp-end-kind": "primary output",
  "io_buffers": 3,
  "finalSetupTns_ns": 0,
  "dieWidth_um": 80,
  "post_synth_inst_count": 25,
  "syn_to_final_growth_pct": 40.98,
  "finalHoldViolCount": 0,
  "worst_pin_slew_ns": 0.2530,
  "fp_util_pct": 7.509,
  "final-comb-area_um2": 140.1,
  "io-pin-count": 4,
  "route.detailed.drc": 0,
  "finalClockSkew_ns": 0.005554,
  "area_of_the_mapped_netlist_um2": 256.5,
  "floorplan.die_area_um2": 6400,
  "htreeDepth": 1,
  "power_density_nw_per_um2": 972.3,
  "grt_setup_unrepaired": "false",
  "final.setup.worst_slack_ns": 0.1693,
  "antenna_found_initial": 0,
  "worstPathMaxFanout": 6,
  "slew_viol_final": 0,
  "clock.latency.late_pin_ns": 0.24,
  "fin_util_pct": 10.59,
  "worstHoldPathType": "input pin to asynchronous set/reset pin",
  "track_usage_pct": 1.553,
  "route.antenna.remaining_nets": 0,
  "peak_freq_mhz": 517.9,
  "ys_seq_share_pct": 39.02,
  "timing.final.crit_period_ns": 1.931,
  "worst_setup_path_start_kind": "register",
  "synth.avg_cell_area_um2": 10.26,
  "tritoncts_clock_tree": "built",
  "openroad.warnings": 28,
  "fin_worst_hold_slack_ns": 0.3661,
  "route.final.wire_length_um": 474,
  "ys_warn_count": 1,
  "post-cts-setup-buffers": 0,
  "dr.first_iter.drc_count": 23,
  "post_cts_hold_buffer_count": 0,
  "numCtsBuffers": 3,
  "vdd_ir_drop_max_mv": 0.1672,
  "largest_net_degree_at_the_start_of_global_routing": 8,
  "critPathKind": "register to primary output",
  "ys_ff": 4,
  "clk_pin_slew_ns": 0.04,
  "ys_chip_area_um2": 256.5,
  "global_route_wire_length_before_repair_um": 814,
  "power_leakage_nw": 0.1496,
  "nFillCells": 399,
  "count_of_flip_flops_with_a_built_in_enable_after_synthesis": 0,
  "vias_in_the_first_global_route": 201,
  "fin_crit_sh_pct": 91.94,
  "leading_register_cell_type_out_of_synthesis": "dfrtp_1",
  "largest_register_ff_count": 4,
  "synth-cells-yosys": 25,
  "cp.arrival_ns": 1.51,
  "vias": 192,
  "die_height_um": 80,
  "diodes": 0,
  "vias_per_cell": 2.526,
  "coreArea_um2": 3416,
  "yosys.area.top_type": "dfrtp_1",
  "ff_latch_area_um2": 100.1,
  "maxCapViolCount": 0,
  "numClockSinks": 4,
  "drt_pre_antenna_iters": 2,
  "final_layout_size_suffix_gt1_share_pct": 16.67,
  "registers.top_by_ff_count": "stat",
  "status": "completed",
  "placed_area_um2": 339.1,
  "critical_path.cell_chain": "nor4b_1, clkdlybuf4s50_1",
  "synth.cells.most_frequent": "4 x dfrtp_1, 4 x ha_1, 3 x inv_1",
  "critical-path-max-stage-delay_ns": 0.52,
  "critical-path-slowest-cell": "clkdlybuf4s50_1",
  "grt-ovfl-total": 0,
  "async_sr_flop_fraction_pct": 100.0,
  "synth_cell_types": 14,
  "worstPathRequired_ns": 1.68,
  "gpl_congestion": 0.7502,
  "placementRows": 21,
  "post_cts_resize_count": 0
}
[through the flow]
stage | cells | power [mW]
after floorplan | 25 | 0.2335
after global placement | 73 | 0.2489
after detailed placement | 73 | 0.2548
after CTS | 76 | 0.3580
after global routing | 76 | 0.3835
final | 76 | 0.3516
[per-layer routing]
layer  global-route usage, %  part of all wire (%)
met3                   1.477                    18
met2                   2.006                    34
met5                       0                     0
met1                   1.801                    49
met4                  0.3521                     0
[cells in the final DEF, fill, tap and decap left out]
cell type	instances
a211oi_1	1
a311oi_1	2
clkbuf_4	3
clkdlybuf4s50_1	3
dfrtp_1	4
ha_1	4
inv_1	3
nand2_1	1
nand2b_2	1
nor2_1	2
nor4b_1	1
o22ai_1	1
or2_2	1
or2b_1	2
xor2_1	1
[cell type report]
class,instances,area share (%)
clock buffer,3,6.228
inverter,3,3.114
tap,46,15.92
sequential,4,27.68
timing repair buffer,3,8.304
multi-input combinational,17,38.75
[power by group]
group	internal [mW]	switching, mW	total, mW
logic	0.0620	0.0460	0.108
clock network	0.0639	0.0316	0.0955
registers	0.103	0.0447	0.148
total	0.229	0.122	0.352
[cells by family after synthesis]
group           after synthesis  share of synthesized area [%]
flops                         4                          39.03
fa+ha+maj                     4                          19.51
simple gates                  8                          19.51
compound gates                4                          12.20
xor+xnor                      1                          3.415
buf+inv                       4                          6.339
[worst max-delay path, delay by kind of cell, from the launching register on]
family	cells	cell delay (ns)
buf+inv	1	0.52
flops	1	0.43
simple gates	1	0.32
[path summary, 6_finish.rpt]
kind / from / endpoint / slack, ns / cells after the start
setup reg to reg: stat[0] / stat[0] / 0.97 / 4
max in group asynchronous: reset / stat[0] / 1.58 / 2
hold reg to reg: stat[3] / stat[1] / 0.51 / 1
setup / recovery: stat[0] / flag / 0.17 / 2
hold / removal: reset / stat[3] / 0.37 / 2
min in group clk0: stat[3] / stat[1] / 0.51 / 1
Power is estimated from default activity; no workload was simulated.
